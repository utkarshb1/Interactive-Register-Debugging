--- ./design.v ---
module apb_slave #(parameter ADDRW = 32, DATAW = 32)
  (
  input 		   clk,
  input 		   rst_n,
  input [ADDRW-1:0] 	   paddr,
  input 		   pwrite,
  input 		   psel,
  input 		   penable,
  input [DATAW-1:0] 	   pwdata,
  output reg [DATAW-1:0] prdata
  );
  reg [DATAW-1:0]  reg1;
  reg [DATAW-1:0]  reg2;
  reg [DATAW-1:0]  reg3;
  reg [DATAW-1:0]  reg4;
  reg [DATAW-1:0]  reg5;
  reg [DATAW-1:0]  reg6;
  reg [DATAW-1:0]  reg7;
  reg [DATAW-1:0]  reg8;
  reg [DATAW-1:0]  reg9;
  reg [DATAW-1:0]  reg10;
  reg [1:0]   reg1_f1;  
  reg         reg1_f2;  
  reg         reg1_f3;  
  reg [27:0]  reg1_f4;
  reg [3:0]   reg2_f1;
  reg         reg2_f2;
  reg [26:0]  reg2_f3;
  reg [1:0]   reg3_f1;  
  reg [14:0]  reg3_f2;
  reg [14:0]  reg3_f3;
  reg [15:0]  reg4_f1;
  reg [15:0]  reg4_f2;
  reg [31:0]  reg5_f1;
  reg         reg6_f1;
  reg [2:0]   reg6_f2;
  reg [6:0]   reg6_f3;
  reg [12:0]  reg6_f4;
  reg [5:0]   reg6_f5;
  reg         reg7_f1;
  reg         reg7_f2;
  reg [29:0]  reg7_f3;
  reg [7:0]   reg8_f1;  
  reg [23:0]  reg8_f2;  
  reg [9:0]   reg9_f1;
  reg [9:0]   reg9_f2;
  reg [11:0]  reg9_f3;
  reg         reg10_f1;
  reg         reg10_f2;
  reg [29:0]  reg10_f3;
  reg [1:0] 		   apb_st;
  parameter logic [1:0]   SETUP = 0;
  parameter logic [1:0]   W_ENABLE = 1;
  parameter logic [1:0]   R_ENABLE = 2;
  always @(negedge rst_n or posedge clk) begin
    if (rst_n == 0) begin
      apb_st <= 0;
      prdata <= 0;
      reg1_f1 <= 2'b0;
      reg1_f2 <= 1'd1;
      reg1_f3 <= 1'd1;
      reg1_f4 <= 0;
      reg2_f1 <= 0;
      reg2_f2 <= 0;
      reg2_f3 <= 1'd1;
      reg3_f1 <= 1'd1;
      reg3_f2 <= 0;
      reg3_f3 <= 0;
      reg4_f1 <= 1'd1;
      reg4_f2 <= 16'd66;
      reg5_f1 <= 0;
      reg6_f1 <= 0;
      reg6_f2 <= 3'd2;
      reg6_f3 <= 7'd83;
      reg6_f4 <= 13'd3072;
      reg6_f5 <= 6'd36;
      reg7_f1 <= 0;
      reg7_f2 <= 1'd1;
      reg7_f3 <= 1'd1;
      reg8_f1 <= 0;
      reg8_f2 <= 0;
      reg9_f1 <= 0;
      reg9_f2 <= 0;
      reg9_f3 <= 0; 
      reg10_f1 <= 1'd1;
      reg10_f2 <= 1'd1;
      reg10_f3 <= 30'd32;
    end
    else begin
      case (apb_st)
      SETUP : begin
            prdata <= 0;
            if (psel && !penable) begin
              if (pwrite) begin
                apb_st <= W_ENABLE;
              end
              else begin
              apb_st <= R_ENABLE;
              end
            end
          end
      W_ENABLE : begin
            if (psel && penable && pwrite) begin
              case (paddr)
                32'h00000000:begin 
                  reg1_f4 <= pwdata[27:0];
                  reg1 <= {reg1_f1,reg1_f2,reg1_f3,reg1_f4};
                end 
                32'h00000004:begin
                  reg2_f1 <= pwdata[31:28];
                  reg2_f2 <= pwdata[27];
                  reg2_f3 <= pwdata[26:0];
                  reg2 <= {reg2_f1,reg2_f2,reg2_f3};
                end
                32'h00000008:begin 
                  reg3_f2 <= pwdata[29:15];
                  reg3_f3 <= pwdata[14:0];
                  reg3 <= {reg3_f1,reg3_f2,reg3_f3};
                end
                32'h0000000C:begin
                  reg4_f1 <= pwdata[31:16];
                  reg4_f2 <= pwdata[15:0];
                  reg4 <= {reg4_f1,reg4_f2};
                end
                32'h00000010:begin 
                  reg5_f1 <= pwdata;
                  reg5 <= reg5_f1;
                end
                32'h00000014:begin 
                  reg6_f1 <= pwdata[31];
                  reg6_f2 <= pwdata[28:26];
                  reg6_f3 <= pwdata[25:19];
                  reg6_f4 <= pwdata[18:6];
                  reg6_f5 <= pwdata[5:0];
                  reg6 <= {reg6_f1,2'b0,reg6_f2,reg6_f3,reg6_f4,reg6_f5};
                end
                32'h00000018:begin 
                  reg7_f1 <= pwdata[31];
                  reg7_f2 <= pwdata[30];
                  reg7_f3 <= pwdata[29:0];
                  reg7 <= {reg7_f1,reg7_f2,reg7_f3};
                end
                32'h0000001C:begin 
                  reg8_f1 <= pwdata[31:24];
                  reg8_f2 <= pwdata[23:0];
                  reg8 <= {reg8_f1,reg8_f2};
                end
                32'h00000020:begin 
                  reg9_f1 <= pwdata[31:22];
                  reg9_f2 <= pwdata[21:12];
                  reg9_f3 <= pwdata[11:0];
                  reg9 <= {reg9_f1,reg9_f2,reg9_f3};
                end
                32'h00000024:begin 
                  reg10_f1 <= pwdata[31];
                  reg10_f2 <= pwdata[30];
                  reg10_f3 <= pwdata[29:0];
                  reg10 <= {reg10_f1,reg10_f2,reg10_f3};
                end
              endcase
            end
            apb_st <= SETUP;
        end  
      R_ENABLE : begin
            if (psel && penable && !pwrite) begin
              case (paddr)
                32'h00000000:begin 
                  prdata[31:30] <= reg1_f1;
                  prdata[29]    <= reg1_f2;
                  prdata[28]    <= reg1_f3;
                  prdata[27:0]  <= reg1_f4;
                end
                32'h00000004:begin 
                  prdata[31:28] <= reg2_f1;
                  prdata[27]    <= reg2_f2;
                  prdata[26:0]  <= reg2_f3;
                end
                32'h00000008:begin 
                  prdata[31:30] <= reg3_f1;
                  prdata[29:15] <= reg3_f2;
                  prdata[14:0]  <= reg3_f3;
                end
                32'h0000000C:begin
                  prdata[31:16] <= reg4_f1;
                  prdata[15:0]  <= reg4_f2;
                end
                32'h00000010:begin 
                  prdata <= reg5_f1;
                end
                32'h00000014:begin 
                  prdata[31]    <= reg6_f1;
                  prdata[30:29] <= 2'b0;
                  prdata[28:26] <= reg6_f2;
                  prdata[25:19] <= reg6_f3;
                  prdata[18:6]  <= reg6_f4;
                  prdata[5:0]   <= reg6_f5;
                end
                32'h00000018:begin 
                  prdata[31]  <= reg7_f1;
                  prdata[30]  <= reg7_f2;
                  prdata[29:0]<= reg7_f3;
                end
                32'h00000020:begin 
                  prdata[31:22] <= reg9_f1;
                  prdata[21:12] <= reg9_f2;
                  prdata[11:0]  <= reg9_f3;
                end
                32'h00000024:begin 
                  prdata[31]  <= reg10_f1;
                  prdata[30]  <= reg10_f2;
                  prdata[29:0]<= reg10_f3;
                end
              endcase
            end
            apb_st <= SETUP;
          end
      endcase
    end
  end
endmodule
--- ./run.sh ---
#!/bin/bash
# OpenROAD 26Q1-2900-gdf79404cd8, Yosys 0.63+post, stock flow scripts
make -C /OpenROAD-flow-scripts/flow DESIGN_CONFIG=/design/flow/config.mk WORK_HOME=/design/flow/orfs finish
--- ./config.mk ---
export PLATFORM = sky130hd
export DESIGN_NAME = apb_slave
export DESIGN_NICKNAME = apb_slave
export VERILOG_FILES = /design/flow/design.v
export SDC_FILE = /design/flow/constraint.sdc
export NUM_CORES = 4
export LEC_CHECK = 1
export CORE_UTILIZATION = 40
--- ./constraint.sdc ---
current_design apb_slave

set clk_period 4.6
set clk_io_pct 0.2

create_clock -name clk0 -period $clk_period [get_ports {clk}]

set non_clock_inputs [all_inputs -no_clocks]
set_input_delay [expr $clk_period * $clk_io_pct] -clock clk0 $non_clock_inputs
set_output_delay [expr $clk_period * $clk_io_pct] -clock clk0 [all_outputs]
==> results.py <==
# Synthesis and PnR figures
metrics = {
    "job": {
        "warnings": 25,
        "maxCapViolations": 0,
    },
    "logic_synthesis": {
        "synth_warnings": 1,
        "yosys_area_um2": 13900,
        "synthTopCellsByArea": "dfrtp_1, mux2_2, dfstp_2, a22oi_1, a222oi_1",
        "ys_sh_simple_pct": 3.04,
        "ys_types": 49,
        "synth.logic.top_family": "multiplexers",
        "ys.flops": 315,
        "ff_type": "dfrtp_1",
        "xor_share_pct": 0,
        "synth_seq_share_pct": 57.1,
        "mux_area_share_pct": 24.9,
        "synth_area_leader_cell": "dfrtp_1",
        "synth.avg_cell_area_um2": 14.0,
        "synthArstFlopShare_pct": 100,
        "netlist_instances": 991,
        "edf_count": 0,
        "syn_area_um2": 13900,
        "synth_top_area_share_pct": 53.5,
        "ys_cells": 991,
        "ys_sh_adder_pct": 0,
        "ys_sh_aoi_pct": 12.5,
    },
    "global_routing": {
        "track_usage_pct": 21.9,
        "grt_max_degree": 93,
        "grt_pass1_wl_um": 57000,
        "antenna_found_initial": 2,
        "grt_overflow": 0,
        "grt_pass1_vias": 9362,
    },
    "clock_tree": {
        "htreeDepth": 2,
        "cts_made_buffers": 34,
        "cts_resized": 0,
        "cts_tree": "yes",
        "path_clk_slew_ns": 0.06,
        "cts_root_buffer": "clkbuf_16",
        "clk_path_buf_depth": 3,
        "clock_latency_ns": 0.50,
        "clock_sinks": 315,
        "cts_hold_buffers": 0,
        "cts_setup_buffers": 0,
    },
    "final_layout": {
        "final_util_pct": 49.2,
        "syn2layout_area_growth_pct": 19.9,
        "layout-drive-gt1-share_pct": 40.8,
        "fill_cells": 2870,
        "lay_top_cells": "dfrtp_1, mux2_2, clkdlybuf4s50_1, a22oi_1, buf_4",
        "lay_top_count": "dfrtp_1",
    },
    "sta": {
        "hold_viol_final": 0,
        "final_max_slew_viol_count": 0,
        "holdWs_ns": 0.392,
        "fmax_mhz": 294,
        "period_used_pct": 74.0,
        "clock_skew_ns": 0.00886,
        "setup_tns_ns": 0,
        "rsz0062_at_grt": "no",
        "slew_headroom_pct": 40.9,
        "fin_crit_ns": 3.40,
        "fin_ws_ns": 1.20,
        "setup_violations": 0,
        "tightest_slew_ns": 0.885,
    },
    "route": {
        "drt_iter0_drc": 680,
        "drc": 0,
        "wl_per_cell_um": 23.3,
        "vias": 9174,
        "final_antenna_net_count": 0,
        "diodes": 0,
        "avgViaCountPerCell": 5.87,
        "firstDrtPassIters": 7,
        "drt-total-wl_um": 36400,
    },
    "placed_design": {
        "dpl_worst_slack_ns": 0.683,
        "dpl.hpwl_um": 21700,
        "io_buffers": 100,
        "gp_congestion": 0.815,
    },
    "critical_path": {
        "rr_startpoint": "apb_st[1]",
        "end_kind": "flop",
        "worstPathArrival_ns": 3.79,
        "critPathMaxFanout": 37,
        "reg2reg_depth": 5,
        "crit_type": "input pin to flop",
        "r2r-end": "prdata[26]",
        "critPathLaunchType": "input pin",
        "worstPathRequired_ns": 4.99,
        "r2r_setup_slack_ns": 2.45,
        "startpoint": "paddr[12]",
    },
    "die": {
        "chipArea_um2": 35400,
        "core_area_um2": 33800,
        "fp_util_pct": 41.0,
        "rows": 67,
        "io_pins": 101,
        "die_w_um": 188,
        "die_h_um": 188,
    },
    "worst_hold_path": {
        "hp-class": "input pin to async pin",
    },
    "pwr": {
        "cellLeakagePower_nw": 7.54,
        "peakVddDrop_uv": 212,
        "p_per_area_nw_per_um2": 339,
        "total_power_mw": 5.64,
    },
    "status": {
        "status": "complete, no violations",
    },
}
==> state kept, by name, indices dropped and copies added, names as in the netlist, 3 cells and up <==
signal    count
apb_st        3
prdata       32
reg10_f3     30
reg1_f4      28
reg2_f1       4
reg2_f3      27
reg3_f2      15
reg3_f3      15
reg4_f1      16
reg4_f2      16
reg5_f1      32
reg6_f2       3
reg6_f3       7
reg6_f4      13
reg6_f5       6
reg7_f3      30
reg9_f1      10
reg9_f2      10
reg9_f3      12
==> report_power, final <==
| group | switching [mW] | total (mW) | internal (mW) | leakage [nW] |
|---|---|---|---|---|
| clock | 1.08 | 2.65 | 1.57 | 0.534 |
| sequential | 0.000843 | 2.77 | 2.77 | 4.33 |
| combinational | 0.148 | 0.218 | 0.0707 | 2.67 |
| total | 1.23 | 5.64 | 4.41 | 7.54 |
==> cell usage after synthesis, types with 2 or more instances <==
cell and n:
nor4_2 6, mux2_1 19, a22oi_1 64, nor4_1 11, or3_1 3, dfrtp_1 296, buf_2 29, nand3_1 2
or4_1 3, a31o_2 28, a21oi_1 5, nand4_1 2, nor3_1 3, a31oi_1 30, clkbuf_1 49, mux2_2 288
o22a_1 27, nor2_1 9, nor2b_1 2, a2bb2oi_1 2, o21ai_0 30, dfstp_2 19, o2111a_1 2, buf_1 3
nand2_1 6, a222oi_1 30
==> through the flow <==
step | instances | cell area, um2
5_1_grt | 1562 | 16600
6_report | 1562 | 16600
2_1_floorplan | 991 | 13900
4_1_cts | 1562 | 16600
3_5_place_dp | 1503 | 15500
3_3_place_gp | 1503 | 15500
==> worst max-delay path by stage <==
stage / end / slack (ns) / depth (start not counted)
CTS: reg9_f3[6] / 1.21 / 8
global route: reg9_f3[6] / 1.08 / 8
finish: reg9_f3[6] / 1.20 / 8
==> logic make-up after synthesis <==
kind of cell | Yosys count
flops | 315
buf+inv | 81
compound gates | 226
simple gates | 62
mux | 307
==> per-layer routing <==
metal  GRT usage, %  routed length [um]  vias to the layer above
met4           3.63                 684                        4
met2           34.6               17700                      257
met5              0                  27                        -
li1               -                   -                     4045
met3           4.89                2180                       54
met1           32.9               15800                     4814
==> final cells by class <==
cell class / count / area, um2 / area share (%)
clock buffers: 51 / 1010 / 6.05
clock inverters: 8 / 68.8 / 0.414
multi-input cells: 595 / 5700 / 34.3
flip-flops and latches: 315 / 7910 / 47.6
well taps: 448 / 561 / 3.37
repair buffers: 145 / 1370 / 8.25
==> critical path: stages <==
cell,delay (ns)
clkdlybuf4s50_1,0.39
nor4_1,0.27
nand2_1,0.34
or2_1,0.33
buf_4,0.33
nor4_4,0.36
buf_4,0.42
mux2_2,0.39
Power and IR drop assume default switching activity.
